--- flow/config.mk ---
export PLATFORM = sky130hd
export DESIGN_NAME = PE_stripes
export DESIGN_NICKNAME = PE_stripes
export VERILOG_FILES = /design/flow/design.v
export SDC_FILE = /design/flow/constraint.sdc
export NUM_CORES = 4
export LEC_CHECK = 1
export CORE_UTILIZATION = 30
--- flow/constraint.sdc ---
current_design PE_stripes

set clk_period 48.1
set clk_io_pct 0.2

create_clock -name clk0 -period $clk_period [get_ports {clk}]

set non_clock_inputs [all_inputs -no_clocks]
set_input_delay [expr $clk_period * $clk_io_pct] -clock clk0 $non_clock_inputs
set_output_delay [expr $clk_period * $clk_io_pct] -clock clk0 [all_outputs]
--- flow/design.v ---
module adder #(
    parameter WIDTH = 8
) (
    input  [WIDTH-1:0] a,
    input [WIDTH-1:0] b,
    output [WIDTH-1:0] sum
);
    assign  sum = a + b;
endmodule
module parametric_5_input_adder
#(
  parameter WIDTH = 8
)
(
  input wire [WIDTH-1:0] in_a, input wire [WIDTH-1:0] in_b,
  input wire [WIDTH-1:0] in_c, input wire [WIDTH-1:0] in_d,
  input wire [WIDTH-1:0] in_e,
  output wire [WIDTH+2:0] sum 
);
  assign sum = in_a + in_b + in_c + in_d + in_e;
endmodule
module PE_stripes#(parameter N  = 4,parameter W  = 16,parameter MP = 16)
(
  input wire clk, input wire rst_n, input wire i_valid,
  input wire i_is_msb, input wire i_is_lsb,
  input wire [N-1:0]     i_vec_a_bits,
  input wire [N*W-1:0]   i_vec_b,
  input wire [W + $clog2(N) + MP - 1 : 0] i_initial_sum,
  output wire [W + $clog2(N) + MP - 1 : 0] o_dot_product
);
  localparam OUT_WIDTH = W + $clog2(N) + MP;
  wire [W-1:0] B     [N-1:0];
  wire [W-1:0] B_neg [N-1:0];
  wire [W-1:0] mux_out [N-1:0];
  wire [W-1:0] pp_unextended [N-1:0];
  wire [OUT_WIDTH-1:0] pp[N-1:0];
  wire [OUT_WIDTH-1:0] pp_sum_total;
  wire [OUT_WIDTH-1:0] final_mux_out;
  wire [OUT_WIDTH-1:0] acc_out_wire; 
  wire [OUT_WIDTH-1:0] shifted_acc_out;
  wire [OUT_WIDTH-1:0] acc_reg_next;
  wire [OUT_WIDTH+2:0] pp_sum_wide; 
  genvar i;
  generate
    for (i = 0; i < N; i = i + 1) begin : gen_datapath_lane
      assign B[i] = i_vec_b[(i*W) +: W];
      parametric_twos_comp_classic #(.WIDTH(W)) 
      twos_comp_inst (.in_a(B[i]), .out_neg(B_neg[i]));
      mux_2to1 #(.WIDTH(W)) pp_mux_inst (.f(mux_out[i]), .s(i_is_msb), .a(B[i]), .b(B_neg[i]));
      assign pp_unextended[i] = i_vec_a_bits[i] ? mux_out[i] : {W{1'b0}};
      assign pp[i] = {{OUT_WIDTH-W{pp_unextended[i][W-1]}}, pp_unextended[i]};
    end
  endgenerate
  parametric_5_input_adder #(.WIDTH(OUT_WIDTH)) pp_adder_inst (.in_a(pp[0]),.in_b(pp[1]),.in_c(pp[2]),.in_d(pp[3]),.in_e({OUT_WIDTH{1'b0}}),.sum(pp_sum_wide));
  assign pp_sum_total = pp_sum_wide[OUT_WIDTH-1:0];
  shift_accumulator #(.WIDTH(OUT_WIDTH)) main_acc_inst (.clk(clk),.rst_n(rst_n),.en(i_valid && !i_is_msb),.load(i_valid && i_is_msb),.data_in(pp_sum_total),.data_out(acc_out_wire));
  assign shifted_acc_out = acc_out_wire << 1;
  adder #(.WIDTH(OUT_WIDTH)) acc_next_state_calc_adder (.a(pp_sum_total),.b(shifted_acc_out),.sum(acc_reg_next));
  mux_2to1 #(.WIDTH(OUT_WIDTH))final_mux_inst (.f(final_mux_out), .s(i_is_lsb),.a({OUT_WIDTH{1'b0}}),.b(i_initial_sum));
  adder #(.WIDTH(OUT_WIDTH))final_adder_inst (.a(acc_reg_next),.b(final_mux_out), .sum(o_dot_product));
endmodule
module parametric_twos_comp_classic 
#( 
  parameter WIDTH = 8 
)
(
  input  wire [WIDTH-1:0] in_a,    
  output wire [WIDTH-1:0] out_neg  
);
  wire [WIDTH-1:0] ones_complement;
  assign ones_complement = ~in_a;
  assign out_neg = ones_complement + 1'b1;
endmodule
module shift_accumulator
#(
  parameter WIDTH = 8 
)
(
  input wire clk, 
  input wire rst_n, 
  input wire en,
  input wire load,       
  input wire [WIDTH-1:0] data_in, 
  output reg [WIDTH-1:0] data_out  
);
  always @(posedge clk or negedge rst_n) begin
    if (!rst_n) begin
      data_out <= {WIDTH{1'b0}}; 
    end
    else if (load) begin    
      data_out <= data_in;
    end
    else if (en) begin      
      data_out <= (data_out << 1) + data_in; 
    end
  end
endmodule
module mux_2to1 
#(
  parameter WIDTH=1
) 
(
  f, s, a, b
);
  input [WIDTH-1:0] a;
  input [WIDTH-1:0] b;
  input s;
  output [WIDTH-1:0] f;
  assign f = s ? b : a;
endmodule
--- flow/run.sh ---
#!/bin/bash
# OpenROAD 26Q1-2900-gdf79404cd8, Yosys 0.63+post, stock flow scripts
make -C /OpenROAD-flow-scripts/flow DESIGN_CONFIG=/design/flow/config.mk WORK_HOME=/design/flow/orfs finish
==> GITHUB_STEP_SUMMARY <==
## Synthesis and layout report

| Metric | Value |
|---|---|
| RSZ-0062 raised after global routing | false |
| Max reg flops | 33 |
| Seq share, synth | under 10% |
| Final Hold Fails | 0 |
| IO Pins | about 140 |
| CP peak stage delay | around 540 ps |
| Post-Layout Cell Count | approximately 1600 |
| Max-cap violations | 0 |
| Post-CTS Hold Buffers | 0 |
| Tool warnings | 29 |
| CTS Buf Count | 5 |
| Max-slew violation count | 0 |
| Largest fanout on the critical path | 9 |
| CP required | 38480 ps |
| Fmax | approximately 34 MHz |
| Die width | roughly 170 um |
| CP delay by family, top | AND-OR/OR-AND gates |
| Final setup margin | 18800 ps |
| Initial antenna violation count | 1 |
| Residual DRC | 0 |
| Distinct lib cells used | approximately 70 |
| Routed Antenna Nets | 0 |
| First-pass GRT wire length | between 30000 and 40000 um |
| Yosys warns | 2 |
| Die height | about 170 um |
| CTS tree | done |
| H-tree levels | 2 |
| Crit share post-route | about three fifths |
| Gr ovfl total | 0 |
| GRT Total Usage | 17.0% |
| Inst Count DP | around 1600 |
| Largest net degree at the start of global routing | slightly below 70 |
| DP HPWL | ~19000 um |
| Core Area | ~28000 sq um |
| Ys flops | 33 |
| FP Rows | 61 |
| CTS Sinks | 33 |
| Number of gates resized after CTS | 0 |
| CTS root buf | clkbuf_16 |
| Largest regs | main_acc_inst.data_out x33 |
| Antenna cells | 0 |
| Status | finished, final reports clean |
| Initial DRC count | around 500 |
| Top Layout Cells | clkdlybuf4s50_1 (139), ha_1 (106), nand2_1 (105) |
| Worst-path clk slew | approximately 60 ps |
| Setup Slack @ Placement | between 15000 and 20000 ps |
| Gate Count Post-Synth | 1145 |
| Layout fillers | ~2900 |
| Rel. slew slack | 49.1% |
| Final setup viols | 0 |
| Setup TNS | 0 ps |
| Post-synthesis chip area from yosys | 8540 sq um |
| Worst-case clock skew | roughly 4.0 ps |
| TritonRoute pass-1 iters | 7 |
| Synthesized area | between 8000 and 9000 sq um |
| Max clock buf depth | 2 |
| Most frequent CP cell | ha_1 |
| CP Class | input port to primary output |
| Drt wl/cell | 14.8 um |
| Largest register by flop count | main_acc_inst.data_out |
| Die area | between 20000 and 30000 sq um |
| Area leader, netlist | ha_1 |
| WP data arrival | 19680 ps |
| Vias | ~8400 |
| Post-CTS Setup Bufs | 0 |
| Bufs and invs on worst path | 5 |
| Synth Area per Inst | about 7.5 sq um |
| Post-synth ARST share | 100% |
| Share of cells above drive strength 1 | 3.01% |
| Initial core utilization | a little over 30% |
| Area Growth Syn to Fin | 22.5% |
| Class of the worst hold path | flip-flop to flip-flop |
| Dominant Register Cell | dfrtp_1 |
| Slew @ Worst Pin | around 760 ps |
| Number of port buffers | around 140 |
| Yosys stat cell total | ~1100 |
| Most numerous logic cell after layout | clkdlybuf4s50_1 |
| Synth top area share | between 10% and 20% |
| Placer congestion estimate | 0.897 |
| Vias in the first global route | approximately 7900 |
| EDFF count, synth | 0 |
| Fin crit period | slightly below 30000 ps |
| Crit path capture type | primary output |
| Critical Path Slowest Stage Cell | fa_1 |
| Nature of the critical path startpoint | input port |
| Vias/cell | 5.10 |
| Total Routed Length | approximately 24000 um |
| Top cells by area, synth | ha_1 (16%), dfrtp_1 (9.7%), xnor2_1 (9.6%) |
| Clock latency on the worst-skew pair | ~280 ps |
## cell usage after synthesis (15+ instances only)
cell and number:
ha_1 106, nand2_1 105, a21oi_1 95, xnor2_1 94
nor2_1 79, and2_1 69, inv_1 68, o21ai_0 66
a21o_1 54, xor2_1 34, dfrtp_1 33, clkbuf_1 29
a31oi_1 22, fa_1 22, nor3_1 19, and3_1 18
nand3_1 18, nor2b_1 15, o31ai_1 15
## logic make-up (layout without fill, tap and decap cells)
kind of cell               count (synthesis)  count (layout)  synth area share [%]
DFF                                       33              33                  9.67
xor gates and xnor gates                 128             128                  13.1
adders and majority gates                128             128                  20.7
AOI/OAI and AO/OA                        353             353                  27.5
muxes                                     15              15                  1.80
buffers and inverters                    105             224                  4.74
and+or+nand+nor                          383             383                  22.5
## area by class of cell
class	instances	area, sq um	area share [%]
multi-input cells	1007	7310	69.9
repair buffers	148	1460	13.9
flip-flops and latches	33	826	7.89
well taps	378	473	4.52
inverters	68	255	2.44
clock buffers	6	129	1.23
clock inverters	2	10.0	0.0957
## through the flow
| stage | utilization [%] | hold WS, ps | cell area, sq um |
|---|---|---|---|
| floorplan | - | 459 | 8540 |
| global placement | 37.0 | 476 | 10300 |
| detailed placement | 37.0 | 480 | 10300 |
| CTS | 37.4 | 493 | 10500 |
| global route | 37.4 | 526 | 10500 |
| finish | 37.4 | 488 | 10500 |
## per-layer routing
metal | global-route usage (%) | vias up | wire length (um) | part of all wire, %
met1 | 26.9 | 3779 | 12700 | 52
met5 | 0 | - | 13 | 0.053
met2 | 25.7 | 244 | 9930 | 41
met4 | 1.65 | 2 | 240 | 0.99
li1 | - | 4338 | - | -
met3 | 1.67 | 19 | 1380 | 5.7
## path summary, 6_finish.rpt
check	startpoint	endpoint	slack, ps	cells past startpoint
max	i_vec_b[16]	o_dot_product[32]	18800	44
min	main_acc_inst.data_out[3]	main_acc_inst.data_out[3]	490	1
max reg2reg	main_acc_inst.data_out[0]	main_acc_inst.data_out[31]	44940	12
min reg2reg	main_acc_inst.data_out[3]	main_acc_inst.data_out[3]	490	1
max in group asynchronous	rst_n	main_acc_inst.data_out[4]	37990	2
min in group asynchronous	rst_n	main_acc_inst.data_out[31]	9760	2
## worst reg2reg max path, delay by kind of cell, from the launching register on
kind / cells / cell delay (ps)
xor gates and xnor gates: 1 / 130
adders and majority gates: 2 / 560
and+or+nand+nor: 2 / 370
buffers and inverters: 1 / 50
DFF: 1 / 340
AOI/OAI and AO/OA: 6 / 1590
