==> flow/design.v <==
module Vector_A_RegFile (
    input wire clk,
    input wire rst,
    input wire w_en,              
    input wire [2:0] w_addr,       
    input wire [33:0] w_data,     
    output wire [33:0] a_0_data,
    output wire [33:0] a_1_data,
    output wire [33:0] a_2_data,
    output wire [33:0] a_3_data,
    output wire [33:0] a_4_data,
    output wire [33:0] a_5_data,
    output wire [33:0] a_6_data,
    output wire [33:0] a_7_data
);
    reg [33:0] mem [0:7];   
    integer i;
    always @(posedge clk or posedge rst) begin
        if (rst) begin  
            for (i = 0; i < 8; i = i + 1) begin 
                mem[i] <= 34'b0;
            end
        end else if (w_en) begin
            mem[w_addr] <= w_data;
        end
    end
    assign a_0_data = mem[0];
    assign a_1_data = mem[1];
    assign a_2_data = mem[2];
    assign a_3_data = mem[3];
    assign a_4_data = mem[4];
    assign a_5_data = mem[5];
    assign a_6_data = mem[6];
    assign a_7_data = mem[7];
endmodule
==> flow/run.sh <==
#!/bin/bash
# OpenROAD 26Q1-2900-gdf79404cd8, Yosys 0.63+post, stock flow scripts
make -C /OpenROAD-flow-scripts/flow DESIGN_CONFIG=/design/flow/config.mk WORK_HOME=/design/flow/orfs finish
==> flow/config.mk <==
export PLATFORM = sky130hd
export DESIGN_NAME = Vector_A_RegFile
export DESIGN_NICKNAME = Vector_A_RegFile
export VERILOG_FILES = /design/flow/design.v
export SDC_FILE = /design/flow/constraint.sdc
export NUM_CORES = 4
export LEC_CHECK = 1
export CORE_UTILIZATION = 50
==> flow/constraint.sdc <==
current_design Vector_A_RegFile

set clk_period 1.5
set clk_io_pct 0.2

create_clock -name clk0 -period $clk_period [get_ports {clk}]

set non_clock_inputs [all_inputs -no_clocks]
set_input_delay [expr $clk_period * $clk_io_pct] -clock clk0 $non_clock_inputs
set_output_delay [expr $clk_period * $clk_io_pct] -clock clk0 [all_outputs]
==> flow_summary.yaml <==
# generated from flow reports
logic_synthesis:
  seq_area_frac_synth: 0.668
  synth_stat.cells: 584
  synth_cell_types: 11
  ys_area_um2: 10200
  avgSynthCellArea_um2: 17.4
  ys_warn_count: 2
  ys_ff: 272
  syn_inst: 584
  syn_area_um2: 10200
cells_and_area:
  top_regs: "mem x272"
  syn_to_final_growth_pct: 48.7
  layout_top_cell: "dfrtp_1"
  top_register: "mem"
  drive_gt1_frac: 0.407
  layout_top_cells: "dfrtp_1, dlygate4sd2_1, mux2_2"
  nFillCells: 1250
  instances_no_fill: 1265
  largest_register_ffs: 272
  stdcell_area_um2: 15100
cts:
  clk_pin_slew_ns: 0.06
  cts_tree: "built"
  clock_path_buffers: 3
  cts.htree.levels: 1
  root_buffer: "clkbuf_16"
  cts_sinks: 272
  cts_buffers: 27
  clk_latency_ns: 0.51
setup_path:
  required_ns: 1.20
  critPathLaunchType: "flip-flop"
  max_stage_delay_ns: 0.38
  critPathLaunch: "mem[0][25]"
  critical-path-top-delay-family: "flip-flops"
  end_kind: "primary output"
  cp_cell_sequence: "dlygate4sd2_1"
  r2r-start: "mem[0][22]"
  crit_buf_inv: 1
  cp_max_fo: 2
  cp_slowest_cell: "dfrtp_1"
  worst-setup-path-type: "reg2out"
  critical_path_arrival_ns: 1.17
power:
  p_per_area_nw_per_um2: 1400
  pwr-share-comb: 0.217
  p_sw_frac: 0.220
  ir_worst_vdd_uv: 1650
  power.internal_uw: 16500
  switchingPower_uw: 4650
  seqPwrFrac: 0.461
  clock_power_share: 0.321
  power_leakage_uw: 0.00720
sta:
  relSlewSlack: 0.767
  tns_ns: 0
  finalSetupViolCount: 0
  finalHoldViolations: 0
  post-route-min-period_ns: 1.47
  hold_ws_ns: 0.255
  setup_slack_ns: 0.0271
  period_used_share: 0.982
  max_freq_ghz: 0.679
  worstMarginPinSlew_ns: 0.348
  final_max_slew_viol_count: 0
  skew_ns: 0
floorplanning:
  std_cell_rows: 51
  chipArea_um2: 20900
  initCoreUtil: 0.517
  pin_count: 312
  die_y_um: 145
  die_w_um: 145
  core_um2: 19700
placement:
  preCtsSetupSlack_ns: -0.608
  gp_congestion: 0.815
  port_buffers: 311
  placed_cells: 1171
  placed_area_um2: 14200
  hpwl_mm: 17.7
global_routing:
  grt_pass1_vias: 6824
  gr-total-overflow: 0
  grt_first_pass_wirelength_mm: 39.7
  grt_usage: 0.270
  grt_max_degree: 39
  antenna_found_initial: 2
routing:
  postRouteWirelength_mm: 25.9
  via_count: 6472
  ant_nets: 0
  drc: 0
  drtIter0Drc: 175
  wl_per_cell_um: 20.5
  first_pass_iters: 4
  via_per_inst: 5.12
hold_path:
  hold_class: "in2async"
run:
  warning_count: 27
  maxCapViolCount: 0
outcome:
  status: "finished clean"
## area by class of cell
cell class                      count  area (um^2)  area share
Clock inverter                      5          100     0.00661
Tap cell                          265          332      0.0219
Timing Repair Buffer              397         3750       0.248
Inverter                            1         7.51    0.000496
Sequential cell                   272         6810       0.449
Antenna cell                        2         5.00    0.000330
Clock buffer                       43          816      0.0539
Multi-Input combinational cell    280         3330       0.220
## kinds of logic (layout without fill, tap and decap cells)
kind of cell | Yosys count | after routing | share of synthesized area
buffers and inverters | 32 | 446 | 0.0208
and+or+nand+nor | 8 | 8 | 0.0103
DFF | 272 | 272 | 0.668
other | 0 | 2 | 0
muxes | 272 | 272 | 0.301
## tightest hold or removal path, stage by stage
cell             delay [ns]
clkdlybuf4s50_1        0.48
clkinvlp_4             0.15
buf_12                 0.19
## path summary, 6_finish.rpt
| kind | end | slack [ns] | cells past startpoint |
|---|---|---|---|
| worst max-delay path | a_0_data[25] | 0.03 | 1 |
| worst min-delay path | mem[7][12] | 0.26 | 3 |
| worst max register to register | mem[0][22] | 0.59 | 2 |
| worst min register to register | mem[3][33] | 0.49 | 1 |
| max in group asynchronous | mem[7][8] | 0.74 | 4 |
| min in group clk0 | mem[3][33] | 0.49 | 1 |
## synth_stat cells
cell / count / area (um^2)
buf_6: 4 / 45.0
buf_2: 16 / 80.1
nand4_1: 1 / 6.26
buf_4: 11 / 82.6
mux2_2: 270 / 3040
inv_1: 1 / 3.75
mux2_1: 2 / 22.5
nand4b_2: 3 / 45.0
dfrtp_1: 272 / 6810
nor4b_4: 1 / 23.8
nor4bb_1: 3 / 30.0
## metal layers
layer	share of wire	GRT usage
met1	0.42	0.409
met5	0.00066	0
met2	0.48	0.420
met4	0.015	0.0366
met3	0.084	0.0848
## per-stage QoR
step	util	total power, uW
2_1_floorplan	-	11100
3_3_place_gp	0.720	15100
3_5_place_dp	0.720	15200
4_1_cts	0.764	21300
5_1_grt	0.768	22200
6_report	0.768	21100
## power by group through the flow
stage                 clock network [uW]  logic (uW)  registers, uW
final                               6790        4590           9750
after global routing                7220        5030           9960
after CTS                           6910        4590           9750
## repair_timing
action / 4_1_cts / 5_1_grt
cloned: 1 / 0
setup endpoints to repair: 383 / 39
setup buffers: 38 / 5
pin swaps: 1 / 0
gates resized: 282 / 28
hold buffers: 0 / 0
Power figures rest on the tool's default switching activity, not on a simulated workload.
